--- design/flow/run.sh ---
#!/bin/bash
# OpenROAD 26Q1-2900-gdf79404cd8, Yosys 0.63+post, stock flow scripts
make -C /OpenROAD-flow-scripts/flow DESIGN_CONFIG=/design/flow/config.mk WORK_HOME=/design/flow/orfs finish
--- design/flow/config.mk ---
export PLATFORM = sky130hd
export DESIGN_NAME = debounce
export DESIGN_NICKNAME = debounce
export VERILOG_FILES = /design/flow/design.v
export SDC_FILE = /design/flow/constraint.sdc
export NUM_CORES = 4
export LEC_CHECK = 1
export CORE_AREA = 10 10 77 77
export DIE_AREA = 0 0 87 87
--- design/flow/constraint.sdc ---
current_design debounce

set clk_period 4.1
set clk_io_pct 0.2

create_clock -name clk0 -period $clk_period [get_ports {clk}]

set non_clock_inputs [all_inputs -no_clocks]
set_input_delay [expr $clk_period * $clk_io_pct] -clock clk0 $non_clock_inputs
set_output_delay [expr $clk_period * $clk_io_pct] -clock clk0 [all_outputs]
--- design/flow/design.v ---
module debounce(
	input btn_in,
	input clk,
	output btn_out
);
	reg [22:0] cnt = 23'b0;
	reg btn_q = 0;
	wire btn_bounce_clk;
	assign btn_bounce_clk = cnt[16];
	assign btn_out = btn_q;
	always @(posedge btn_bounce_clk) begin
		if (btn_in & btn_bounce_clk)
			btn_q <= 1;
		if (~btn_in)
			btn_q <= 0;
	end
	always @(posedge clk) begin
		cnt <= cnt + 1'b1;
	end
endmodule
==> flow_metrics.tcl <==
# flow metrics
set metrics [dict create \
    clkSlewWorstSetupHoldPaths_ns 0.06 \
    leakage_uw 0.0003507 \
    synth.yosys.num_cells 63 \
    yosys.cell_count.top_type "dfxtp_1" \
    post-route-worst-setup-slack_ns 2.627 \
    totalPowerFinal_uw 285.7 \
    critPathLaunchType "register" \
    core_region_area_mm2 0.004354 \
    cts_tree "built" \
    synth.cells.most_frequent "18 x dfxtp_1, 11 x xor2_1, 5 x nand3_1" \
    dr.pass1.iters 4 \
    cts_buffers 3 \
    worst_setup_path_startpoint "cnt[0]" \
    postRouteWirelength_um 1021 \
    synthDominantCellAreaShare 0.5125 \
    timing.final.crit_share 0.3594 \
    crit_arrival_ns 1.65 \
    count_of_endpoints_without_a_timing_constraint 2 \
    grt_pass1_vias 448 \
    buffer_and_inverter_count_on_the_worst_path 0 \
    gp_congestion 0.7546 \
    yosys.stat.seqShare 0.5125 \
    async_set_or_reset_flop_fraction_in_the_synthesized_netlist 0 \
    clk_latency_ns 0.25 \
    dp.final_hpwl_um 726.8 \
    number_of_antenna_violations_at_the_first_check_in_global_routing 0 \
    final_antenna_net_count 0 \
    hold_violations 0 \
    period_minus_slack_ns 1.473 \
    globalRouteTotalUtil 0.03045 \
    critical_path.cell_chain "ha_1 > nand3_1 > nor4_2 > xor2_1" \
    buffer_ports.inserted 2 \
    netlist_area_um2 703.2 \
    warnings 25 \
    fillerInstances 461 \
    worst_margin_slew_ns 0.4153 \
    synth.largest_area_cell "dfxtp_1" \
    unclocked_pins 1 \
    netlist-cell-type-count 15 \
    ys_top_cells_by_area "dfxtp_1 51%, xor2_1 14%, nor4_2 5.3%" \
    timing.critical_path.max_delay_family "simple AND/OR/NAND/NOR gates" \
    logic_area_um2 327.8 \
    route.vias.total 440 \
    pre_cts_ws_ns 2.640 \
    drtIter0Drc 6 \
    postCtsSetupBuffers 0 \
    path_max_fanout 7 \
    run_status "completed" \
    critical-path-max-stage-delay_ns 0.38 \
    min-delay-start "cnt[0]" \
    wl_per_cell_um 8.438 \
    n_antenna_cell 0 \
    postSynthCellCount 63 \
    ir_worst_vdd_mv 0.1693 \
    grt-ovfl-total 0 \
    dieWidth_um 87 \
    avgViaCountPerCell 3.636 \
    cts_root_buffer "clkbuf_8" \
    worst_ep_required_time_ns 4.27 \
    synthesis.area_per_instance_um2 11.16 \
    yosysChipArea_um2 703.2 \
    max_freq_ghz 0.6787 \
    syn_to_final_growth_pct 18.68 \
    fin_skew_ns 0.004968 \
    synth-main-ff-cell "dfxtp_1" \
    global_route_wire_length_before_repair_um 1945 \
    chipHeight_um 87 \
    crit_path_top_delay_cell "dfxtp_1" \
    post-route-drc-count 0 \
    floorplan.initialDensity 0.1615 \
    grt_max_degree 11 \
    cts.hold.buffers_added 0 \
    number_of_placement_rows 24 \
    p_per_area_mw_per_mm2 342.3 \
    cp-end-kind "register" \
    synth-edff-count 0 \
    io_pins 3 \
    yosysWarningCount 1 \
    slew_viols_final 0 \
    holdCritPathClass "reg2reg" \
    drv.max_cap_violation_count 0 \
    timing.max_slew.rel_slack 0.7223 \
    post_cts_resized 0 \
    layout.area.seq_um2 360.3 \
    cts.path.max_buffers 2 \
    post_route_cells_drive_above_1_share 0.1449 \
    grt_setup_unrepaired "no" \
    chip_area_mm2 0.007569 \
    cts-htree-levels 1 \
    setup_viol 0 \
    postSynthRegisterBits 18 \
    fin_tns_setup_ns 0 \
    classification_of_the_worst_setup_path "reg2reg" \
    worst_r2r_startpoint "cnt[0]" \
]
kinds of logic (layout without fill, tap and decap cells):
kind of cell | count (synthesis) | count (layout) | synth area share
AOI/OAI and AO/OA | 1 | 1 | 0.01068
xor gates and xnor gates | 15 | 15 | 0.1868
adders and majority gates | 1 | 1 | 0.01779
buffers and inverters | 4 | 10 | 0.02135
DFF | 18 | 18 | 0.5125
and+or+nand+nor | 24 | 24 | 0.2509
where the power goes:
part           total (uW)  leakage (uW)  internal, uW  switching [uW]
logic                1.00      0.000180         0.853           0.150
clock network         120     0.0000255          67.2            52.3
registers             165      0.000145           165               0
metal layers:
| layer | wire (um) | track usage | up-vias | share of wire |
|---|---|---|---|---|
| met3 | 86 | 0.01604 | 2 | 0.084 |
| met1 | 515 | 0.04023 | 207 | 0.50 |
| met4 | 4 | 0.001473 | 0 | 0.0039 |
| li1 | - | - | 225 | - |
| met5 | 0 | 0 | - | 0 |
| met2 | 414 | 0.04530 | 6 | 0.41 |
through the flow:
| stage | instances | area (um^2) | hold slack [ns] | utilization |
|---|---|---|---|---|
| 2_1_floorplan | 63 | 703.2 | 0.3834 | - |
| 3_3_place_gp | 117 | 788.3 | 0.3906 | 0.1810 |
| 3_5_place_dp | 117 | 788.3 | 0.4153 | 0.1810 |
| 4_1_cts | 121 | 834.6 | 0.4300 | 0.1917 |
| 5_1_grt | 121 | 834.6 | 0.4648 | 0.1917 |
| 6_report | 121 | 834.6 | 0.4281 | 0.1917 |
worst reg2reg max path, stage by stage, from the launching register on:
cell and delay [ns]:
dfxtp_1 0.38, ha_1 0.20, nand3_1 0.26, nor4_2 0.38, xor2_1 0.17
layout make-up:
class,instances,share of cell area
clock buffers,3,0.04948
clock inverters,1,0.005997
flip-flops and latches,18,0.4318
repair buffers,2,0.02399
inverters,4,0.01799
well taps,52,0.07796
multi-input cells,41,0.3928
path summary, 6_finish.rpt:
| kind | endpoint | slack [ns] | cells past startpoint |
|---|---|---|---|
| hold / removal | cnt[0] | 0.43 | 1 |
| setup / recovery | cnt[14] | 2.63 | 4 |
| setup reg to reg | cnt[14] | 2.63 | 4 |
| hold reg to reg | cnt[0] | 0.43 | 1 |
flip-flops by register name (all words and copies together), names as in the netlist:
| register | count |
|---|---|
| btn_q | 1 |
| cnt | 17 |
cells in the final DEF, fill, tap and decap left out, drive strengths merged, types with 4 or more instances in the layout:
cell / n
dfxtp: 18
xor2: 11
nand3: 5
inv: 4
nor3: 4
xnor2: 4
nor2: 4
nor4: 4
nand4: 4
No activity file was given, so power comes from the tool's default toggle rates.
