$ cat flow/config.mk
export PLATFORM = sky130hd
export DESIGN_NAME = tape_loader
export DESIGN_NICKNAME = tape_loader
export VERILOG_FILES = /design/flow/design.v
export SDC_FILE = /design/flow/constraint.sdc
export NUM_CORES = 4
export LEC_CHECK = 1
export CORE_AREA = 10 10 95 95
export DIE_AREA = 0 0 105 105
$ cat flow/constraint.sdc
current_design tape_loader

set clk_period 2.4
set clk_io_pct 0.2

create_clock -name clk0 -period $clk_period [get_ports {clk}]

set non_clock_inputs [all_inputs -no_clocks]
set_input_delay [expr $clk_period * $clk_io_pct] -clock clk0 $non_clock_inputs
set_output_delay [expr $clk_period * $clk_io_pct] -clock clk0 [all_outputs]
$ cat flow/design.v
module adc_interface  
(
  addr, 
  data,
  din, 
  dout,
  sclk, 
  rst,
  csn
);
	input [1:0]    addr;
	output [11:0]  data;
	input          sclk;
	input          rst;
	input          din;
	output         dout;
	output			csn;
	reg [11:0]    data_reg = 12'd0;
	reg           dout;
	reg 			  cs_reg = 1'b0;
	reg [3:0]     sclk_count = 4'b0000;
	reg  [11:0]   din_ff = 12'd0;
	assign csn = ~cs_reg;
	assign data = data_reg;
	always @ (posedge sclk or posedge rst)
	  if (rst) begin
		 sclk_count <= 4'b0000;
		 cs_reg <= 1'b0;
	  end else begin
		 sclk_count <= sclk_count + 1'b1;
		 cs_reg <= 1'b1;
	  end
	always @ (*)
	  case (sclk_count)
		 4'd3: dout = addr[1];
		 4'd4: dout = addr[0];
		 default: dout = 1'b0;
	  endcase
	always @ (posedge sclk or posedge rst)
	  if (rst)
			din_ff <= 12'd0;
	  else 
		 casez (sclk_count)
			4'b01??, 4'b1???: din_ff <= {din_ff[10:0],din};
		 endcase
	always @ (negedge sclk) begin
	  if (sclk_count == 4'b0000) begin
		  data_reg <= din_ff;
	  end
	end
endmodule
module tape_dsp
(
	input[11:0] in_adc,
	output ear
);
assign ear = in_adc > 12'h60;
endmodule
module tape_loader
(
	input clk,
	input din,
	input rst,
	output dout,
	output dclk,
	output dcsn,
	output ear
);
	wire [11:0] data_adc;
	assign dclk = clk;
	adc_interface adc_interface
	(
		.addr(2'b00),   
		.data(data_adc),
		.sclk(dclk),
		.rst(rst),
		.din(din),
		.dout(dout),
		.csn(dcsn)
	);
	tape_dsp tape_dsp
	(
		.in_adc(data_adc),
		.ear(ear)
	);
endmodule
$ cat flow/run.sh
#!/bin/bash
# OpenROAD 26Q1-2900-gdf79404cd8, Yosys 0.63+post, stock flow scripts
make -C /OpenROAD-flow-scripts/flow DESIGN_CONFIG=/design/flow/config.mk WORK_HOME=/design/flow/orfs finish
==> run notes <==
Implementation summary

The final-report setup violation count is 1. Setup repair after global routing could not meet its margin everywhere. Once detail routing completed, the nets flagged for antenna violations numbered 0. The die width is 105 um. The CTS clock-pin slew for the worst setup and hold paths is approximately 70 ps. The critical path startpoint is adc_interface.data_reg[4]$_DFFE_NN_.

The timing report gives the biggest stage delay along the critical path as 530 ps. The report puts the hold buffer count at CTS at 0. The OpenROAD report gives the critical path a data arrival time of ~2800 ps. The cell type of the slowest stage on the worst timing path is sky130_fd_sc_hd__or4_4. Clock skew on the completed layout was measured at around 80 ps. The number of antenna violations at the first check in global routing is 0.

The global route total overflow is 0. The number of diodes is 0. The minimum setup slack in the final design is -921.3 ps. In the global route stage, overall resource usage came out at 0.02683. The number of placed instances, taps included is between 150 and 200.

The die height is 105 um. The detail-routed net length per standard cell is approximately 7.8 um. The finished layout holds ~180 standard cells, fillers aside. Setup slack on the worst path after placement came out at -778.2 ps.

The number of different library cells used by synthesis comes to 17. The number of top-level design ports is 7. The count of standard-cell rows is 30. The nature of the critical path startpoint is a register. The iteration tally of the first detailed-router pass is 4. TritonCTS built the clock tree. The proportion of layout cells with a drive suffix above 1 is 0.3295. In the setup report, the worst path falls into the class register to output pin. The final wirelength is 1429 um. For this run, the detailed router reports a per-instance via density of 2.853. The cell sequence reported for the critical path is or4_4 > nor3_2 > o21ai_1 > buf_2. The buffer_ports step reported a buffer count of 5. The power density normalized to cell area is between 900 and 1000 nW/um^2. The path class of the tightest hold or removal check is input port to async pin. For the worst-skew pair, the clock arrives at the later sink with an insertion delay of around 450 ps. The worst-case reg-to-reg path depth is 3.

Yosys reported a register bit count of 29. The launch point of the worst register-to-register path is recorded as adc_interface.sclk_count[0]$_DFF_PP0_. The worst hold-check slack is roughly 470 ps. The number of design rule violations left after detail routing is 0. After synthesis, the design contains roughly 63 cells according to Yosys. The report counts max-capacitance violations totalling 0. The count of final max-slew check failures is 0. The max-slew check reports its worst relative slack as 0.5885. The largest fanout on the critical path is 1. The area recorded from the Yosys report for this design is 1067 sq um. The final reports fail on negative setup slack.

The first global-routing pass estimated around 2500 um of wire. The die covers 11030 sq um. With fillers left out, the area of the finished cells amounts to 1423 sq um. The top cell type in the final layout, fill and taps aside, is sky130_fd_sc_hd__dfrtp_1. In the layout the commonest cells are sky130_fd_sc_hd__dfrtp_1, sky130_fd_sc_hd__inv_1, sky130_fd_sc_hd__mux2_2, sky130_fd_sc_hd__edfxtp_1, sky130_fd_sc_hd__clkbuf_8. The flow ran to the end, but the final reports show violations. The required time at the worst endpoint is listed as roughly 1900 ps. The routability congestion estimate from global placement is around 0.7. The via count is 525. The cell area after synthesis is roughly 1100 sq um. Entering global routing, the biggest net connects 18 pins. The number of global-route vias before repair is 591. In this run the standard cell core region covers about 6900 sq um. For the final routed database, the setup TNS stands at -921.3 ps.

The synthesized instance count is between 60 and 70. Across all stage logs, warnings added up to 30. For this configuration, the core starts out at a cell density of 0.1545. The worst setup path is captured at an output pin.

Detailed placement ended at an HPWL of 967.8 um. The number of failing hold endpoints at the final stage is 0. The mean cell area of the mapped netlist is ~17 sq um. The register area share after synthesis is 0.7362.

The worst VDD IR drop from the latest analysis is a little under 0.4 mV. The placement stage leaves a total instance area of between 1000 and 1500 sq um. STA lists the endpoint of the worst register-to-register path as adc_interface.data_reg[6]$_DFFE_NN_. The leakage power in the latest report is around 0.6 nW. From synthesis to final layout, the design area changed by 33.29%. The setup slack on the worst flop-to-flop path is roughly 80 ps. The transition time recorded at the tightest slew-check pin is 616.6 ps.

The detailed router's first-iteration violation count is 38. Post-CTS timing repair inserted 0 buffers for setup. The synthesis warning total is 1.
-- cells in the mapped netlist, drive strengths merged --
cell	count	area share
nand3	1	0.0047
conb	2	0.0070
xor2	1	0.0082
buf	3	0.021
nor2	1	0.0059
inv	5	0.018
and2	1	0.0059
a21oi	1	0.0047
dfrtp	17	0.40
nor4	1	0.0059
nor3	1	0.0094
ha	2	0.023
mux2	12	0.13
o21ai	1	0.0047
edfxtp	12	0.34
xnor2	1	0.0082
or4	1	0.011
-- worst max-delay path by stage --
stage / to
after CTS: ear
after global routing: ear
final: ear
-- what timing repair did --
action,CTS,global route
gates resized,3,0
pin swaps,1,4
endpoints found under the setup margin,1,2
gates cloned,0,0
-- per-stage QoR --
step	power (mW)	util
finish	1.292	0.2060
global route	1.363	0.2060
CTS	1.315	0.2060
detailed placement	0.6262	0.1781
global placement	0.6242	0.1781
floorplan	0.6095	-
-- critical path: cells and delay by family (launching register included) --
kind	cells	cell delay, ps
flops	1	350
buf+inv	1	130
compound gates	1	70
simple gates	2	640
-- report_power, final --
part	total (mW)	switching (mW)	internal, mW
sequential	0.538	0.00755	0.530
clock	0.735	0.263	0.472
combinational	0.0202	0.00849	0.0117
total	1.29	0.279	1.01
-- final cells by class --
type                       count  area, sq um
inverter                       4        15.01
multi-input combinational     26        247.7
clock inverter                15        91.34
sequential                    29        785.8
timing repair buffer           5        42.54
clock buffer                   9        120.1
tap                           96        120.1
fill                         739         5484
-- metal layers --
metal | up-vias | share of wire | track usage
met2 | 15 | 0.38 | 0.03336
met1 | 247 | 0.51 | 0.03495
met4 | 0 | 0.0098 | 0.009804
li1 | 260 | - | -
met3 | 3 | 0.097 | 0.01925
met5 | - | 0 | 0
-- cells by family after synthesis --
kind of cell	after synthesis	synth area share
flip-flops	29	0.7362
AND/OR/NAND/NOR	6	0.04221
AND-OR/OR-AND	2	0.009370
adder cells (fa/ha/maj)	2	0.02344
other	2	0.007037
XOR/XNOR	2	0.01642
multiplexers	12	0.1266
buffers and inverters	8	0.03869
Power is estimated from default activity; no workload was simulated.
